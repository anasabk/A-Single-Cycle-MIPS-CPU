## ./run.sh

```bash
#!/bin/bash
# OpenROAD 26Q1-2900-gdf79404cd8, Yosys 0.63+post, stock flow scripts
make -C /OpenROAD-flow-scripts/flow DESIGN_CONFIG=/design/flow/config.mk WORK_HOME=/design/flow/orfs finish
```

## ./constraint.sdc

```tcl
current_design mult_dp_16

set clk_period 2.8
set clk_io_pct 0.2

create_clock -name clk0 -period $clk_period [get_ports {clock}]

set non_clock_inputs [all_inputs -no_clocks]
set_input_delay [expr $clk_period * $clk_io_pct] -clock clk0 $non_clock_inputs
set_output_delay [expr $clk_period * $clk_io_pct] -clock clk0 [all_outputs]
```

## ./design.v

```verilog
module mult_dp_16(
	input [15:0] multiplicand, multiplier, added,
	input wr_shift_reg, 
		   wr_counter, 
		   sl_shift, 
		   rt_shift_reg, 
		   rt_counter,
		   rt_multiplicand,
			clock,
	output [15:0] toAdder, multiplicandOut,
	output [4:0] counterOut, 
	output ls_bit,
	output [31:0] result
);
	reg [4:0] counter;
	reg [15:0] multiplicandReg;
	reg [31:0] shiftReg = 32'b0;
	assign counterOut = counter;
	assign ls_bit = shiftReg[0];
	assign multiplicandOut = multiplicandReg;
	assign toAdder = shiftReg[31:16];
	assign result = shiftReg;
	always @ (posedge clock) begin
		if(sl_shift) begin
			if(wr_shift_reg) shiftReg <= {1'b0, added, shiftReg[15:1]};
			else shiftReg <= {1'b0, shiftReg[31:1]};
		end
		else if(rt_shift_reg) shiftReg <= {16'b0, multiplier};
		if(rt_multiplicand) multiplicandReg <= multiplicand;
		if(wr_counter) counter <= counter + 5'd1;
		if(rt_counter) counter <= 5'd0;
	end
endmodule
```

## ./config.mk

```make
export PLATFORM = sky130hd
export DESIGN_NAME = mult_dp_16
export DESIGN_NICKNAME = mult_dp_16
export VERILOG_FILES = /design/flow/design.v
export SDC_FILE = /design/flow/constraint.sdc
export NUM_CORES = 4
export LEC_CHECK = 1
export CORE_UTILIZATION = 50
```

==> impl_metrics.py <==
# Synthesis and PnR figures
metrics = {
    "run_status": {
        "status": "complete, no violations",
    },
    "placed_design": {
        "place.gp.congestion": 0.738,
        "io_buffers": 122,
        "dp_hpwl_mm": 3.34,
        "place_area_um2": 3370,
    },
    "routing": {
        "n_antenna_cell": 0,
        "drtPass1Iterations": 4,
        "post-route-drc-count": 0,
        "ant_nets": 0,
        "wl_mm": 4.61,
        "num_vias": 1486,
        "first_iter_violations": 71,
        "wl_per_cell_um": 15.3,
        "via_per_inst": 4.92,
    },
    "logic_synthesis": {
        "ys_chip_area_um2": 2280,
        "synthesis.area_um2": 2280,
        "ys.flop_type": "edfxtp_1",
        "synth_cells": 142,
        "ys.flops": 52,
        "synth.top_cell.area_share_pct": 62.0,
        "avgSynthCellArea_um2": 16.0,
        "ys_warn_count": 1,
        "largest_area_cell": "edfxtp_1",
        "edf_count": 47,
        "synthTopCellsByArea": "edfxtp_1 (62%), mux2_2 (7.4%), mux2i_1 (7.0%), buf_4 (6.3%), dfxtp_1 (4.4%)",
        "yosys_cells": 142,
        "synthDistinctLibCells": 21,
        "top_cells_by_count": "edfxtp_1 (47), buf_4 (19), mux2i_1 (16), nor2b_1 (16), mux2_2 (15)",
        "synth_seq_share_pct": 66.4,
        "synthArstFlopShare_pct": 0,
        "most_common_cell": "edfxtp_1",
    },
    "setup_path": {
        "worst-path-stages": 2,
        "slowest_delay_ns": 0.60,
        "critPathSlowestCell": "or2_2",
        "arrival_ns": 1.66,
        "endpoint_kind": "flop",
        "ff2ff_path_depth": 3,
        "cp-start-kind": "primary input",
        "critical_path_buf_inv_count": 1,
        "critPathKind": "in2reg",
        "crit_chain": "clkdlybuf4s50_1, or2_2",
        "cpLargestDelayFamily": "simple AND/OR/NAND/NOR gates",
        "worstPathRequired_ns": 2.72,
        "critPathMaxFanout": 31,
    },
    "grt": {
        "grt_antenna_before_repair": 0,
        "met1_usage_pct": 32.2,
        "gr-usage-all-layers_pct": 21.1,
        "met2_usage_pct": 32.7,
        "globalRouteOverflowTotal": 0,
        "grt_use_met3_pct": 8.41,
        "grt_pass1_wl_mm": 7.36,
        "grt_pass1_vias": 1508,
        "grt_most_used_layer": "met2",
        "grt_max_degree": 33,
    },
    "cts": {
        "clock-sinks": 52,
        "post_cts_resized": 0,
        "h-tree-depth": 2,
        "cts_tree": "built",
        "cts-buffers-inserted": 5,
        "clk_latency_ns": 0.29,
        "clock_path_buffers": 2,
        "path_clk_slew_ns": 0.08,
        "cts-hold-fix-buffers": 0,
        "cts_root_buf": "clkbuf_8",
        "postCtsSetupBuffers": 0,
    },
    "layout": {
        "syn2layout_area_growth_pct": 52.6,
        "stdcell_area_um2": 3470,
        "fillers": 252,
        "layout-drive-gt1-share_pct": 10.4,
        "flop_area_um2": 1510,
        "comb_area_um2": 553,
    },
    "hold_path": {
        "hold_depth": 2,
        "hp-class": "reg2reg",
    },
    "power_and_ir_drop": {
        "p_leak_nw": 1.30,
        "vdd_drop_max_mv": 0.419,
        "power.density_nw_per_um2": 502,
    },
    "timing": {
        "hold_viol": 0,
        "fmax_mhz": 576,
        "setup_violations": 0,
        "grt_setup_unrepaired": "no",
        "min_period_ns": 1.74,
        "timing.final.crit_share_pct": 62.0,
        "worst_slew_pin_slew_ns": 0.736,
        "relSlewSlack_pct": 50.9,
        "tns_ns": 0,
        "clock_skew_ns": 0.00776,
        "slew_violations": 0,
    },
    "floorplan": {
        "initCoreUtil_pct": 52.3,
        "die_area_um2": 4830,
        "io_pins": 125,
        "core_um2": 4350,
        "rows": 24,
        "fp.dieW_um": 69.5,
        "die_h_um": 69.5,
    },
    "flow_run": {
        "max_cap_violations": 0,
        "warnings": 26,
    },
}
routing by layer:
layer  wire (µm)  vias up
li1            -      703
met1        1820      696
met2        2230       83
met3         513        4
met4          54        0
met5           0        -
where the power goes:
part	internal [W]	switching (W)
logic	0.000239	0.0000661
registers	0.000925	0.0000354
clock network	0.000260	0.000217
total	0.00142	0.000319
cell families after synthesis:
| group | share of synthesized area (%) |
|---|---|
| other cells | 0.165 |
| flops | 66.4 |
| simple gates | 6.71 |
| compound gates | 0.880 |
| xor+xnor | 0.385 |
| mux | 15.4 |
| buf+inv | 9.46 |
| fa+ha+maj | 0.550 |
path summary, 6_finish.rpt:
| path | end | from | slack, ns |
|---|---|---|---|
| worst min-delay path | counter[4] | counter[4] | 0.56 |
| worst min register to register | counter[4] | counter[4] | 0.56 |
| worst max-delay path | shiftReg[20] | sl_shift | 1.06 |
| worst max register to register | counter[4] | counter[0] | 1.63 |
per-stage QoR:
step	cells	hold WS, ns	worst slack [ns]	utilization [%]	total power [W]
after CTS	302	0.564	1.05	79.7	0.00177
after detailed placement	294	0.539	0.772	77.3	0.00129
after global placement	294	0.526	0.799	77.3	0.00128
after global routing	302	0.598	0.995	79.7	0.00182
final	302	0.556	1.06	79.7	0.00174
after floorplan	143	0.487	1.17	-	0.00106
sequential cells by signal (all words and copies together), names as in the netlist:
| name | count |
|---|---|
| shiftReg | 31 |
| multiplicandReg | 16 |
| counter | 5 |
layout by cell type (no fill, tap or decap):
master / count
nand4_1: 2
xnor2_1: 1
conb_1: 2
buf_4: 2
dfxtp_1: 5
nor2b_1: 16
nand3b_1: 1
mux2_1: 2
clkbuf_8: 5
clkdlybuf4s50_1: 122
nor2_1: 5
bufinv_16: 1
mux2i_1: 16
and3_2: 1
or2_2: 1
a21oi_1: 2
a21bo_2: 1
ha_1: 1
edfxtp_1: 47
mux2_2: 15
clkinv_1: 2
layout make-up:
cell class / count / share of cell area, %
flip-flops and latches: 52 / 43.5
multi-input cells: 66 / 15.9
repair buffers: 124 / 35.6
well taps: 52 / 1.87
clock buffers: 5 / 1.98
clock inverters: 3 / 1.08
Power is estimated from default activity; no workload was simulated.
