==> ./design.v <==
module shifter16(
	input [15:0] a,
	input [3:0] shamt,
	input left,
	output [15:0] out
);
	wire [15:0] entrance;
	wire [15:0] layer [3:0];
	genvar i;
	generate
		for(i = 0; i < 16; i = i + 1) begin : flip1
			assign entrance[i] = left ? a[15 - i] : a[i];
		end
	endgenerate
	assign layer[0] = shamt[0] ? {1'd0, entrance[15:1]} : entrance;
	assign layer[1] = shamt[1] ? {2'd0, layer[0][15:2]} : layer[0];
	assign layer[2] = shamt[2] ? {4'd0, layer[1][15:4]} : layer[1];
	assign layer[3] = shamt[3] ? {8'd0, layer[2][15:8]} : layer[2];
	generate
		for(i = 0; i < 16; i = i + 1) begin : flip2
			assign out[i] = left ? layer[3][15 - i] : layer[3][i];
		end
	endgenerate
endmodule
==> ./run.sh <==
#!/bin/bash
# OpenROAD 26Q1-2900-gdf79404cd8, Yosys 0.63+post, stock flow scripts
make -C /OpenROAD-flow-scripts/flow DESIGN_CONFIG=/design/flow/config.mk WORK_HOME=/design/flow/orfs finish
==> ./config.mk <==
export PLATFORM = sky130hd
export DESIGN_NAME = shifter16
export DESIGN_NICKNAME = shifter16
export VERILOG_FILES = /design/flow/design.v
export SDC_FILE = /design/flow/constraint.sdc
export NUM_CORES = 4
export LEC_CHECK = 1
export CORE_AREA = 10 10 98 98
export DIE_AREA = 0 0 108 108
==> ./constraint.sdc <==
current_design shifter16

set clk_period 4.8
set clk_io_pct 0.2

create_clock -name clk0 -period $clk_period

set non_clock_inputs [all_inputs -no_clocks]
set_input_delay [expr $clk_period * $clk_io_pct] -clock clk0 $non_clock_inputs
set_output_delay [expr $clk_period * $clk_io_pct] -clock clk0 [all_outputs]
==> impl_table.tex <==
% Auto-generated results table
\begin{tabular}{lr}
\hline
Metric & Value \\
\hline
\multicolumn{2}{l}{\textbf{Outcome}} \\
Status & complete, no violations \\
\multicolumn{2}{l}{\textbf{Critical path}} \\
Critical path required time & 3840 ps \\
Highest fanout seen on the critical path & 41 \\
Kind of end point of the critical path & output pin \\
CP dominant cell by count & sky130\_fd\_sc\_hd\_\_clkdlybuf4s50\_1 \\
Start-to-end type of the worst setup path & primary input to output pin \\
Chain of cells forming the critical path & clkdlybuf4s50\_1, buf\_12, mux4\_1, mux4\_2, nor2\_2, a211oi\_1, a21o\_1, clkdlybuf4s50\_1 \\
Critical Path Start Type & primary input \\
CP peak stage delay & 650 ps \\
Arrival time worst endpoint & 3580 ps \\
Critical path's slowest cell & sky130\_fd\_sc\_hd\_\_mux4\_1 \\
\multicolumn{2}{l}{\textbf{Logic synthesis}} \\
Number of unique standard cell types used by synthesis & 41 \\
Instance tally after logic synthesis & 172 \\
Yosys cell count & 172 \\
Cell area after synthesis & 1440 um\^{}2 \\
Post-synth seq share & 0\% \\
Yosys-reported design area after synthesis & 1440 um\^{}2 \\
Mean instance size in the synthesized netlist & 8.39 um\^{}2 \\
Warnings from Yosys & 1 \\
\multicolumn{2}{l}{\textbf{Detailed routing}} \\
Pre-antenna DRT Iters & 4 \\
Detail-routed via count per cell & 5.12 \\
Count of antenna-violating nets left after detailed routing & 0 \\
Total Routed Length & 4.75 mm \\
Number of diodes & 0 \\
Iteration-0 DRC Markers & 154 \\
Routed wirelength normalized by instance count & 15.9 um \\
Post-route DRC & 0 \\
Vias after detailed routing & 1525 \\
\multicolumn{2}{l}{\textbf{Layout}} \\
Flop count & 0 \\
Total area of multi-input combinational cells & 1310 um\^{}2 \\
Total of clock buffers placed in the layout & 0 \\
Post-synthesis to final-layout area growth & 31.7\% \\
Fillers & 796 \\
Layout cells sized above 1 & 13.3\% \\
Register area & 0 um\^{}2 \\
\multicolumn{2}{l}{\textbf{Place}} \\
Quantity of I/O buffers inserted on ports & 37 \\
Worst slack at placement & 250 ps \\
Detailed-placement wirelength estimate & 3.72 mm \\
Routability congestion estimate & 0.938 \\
\multicolumn{2}{l}{\textbf{Pwr}} \\
Power density of the placed cells & 105 nW/um\^{}2 \\
Static leakage & 0.689 nW \\
Max IR drop VDD & 0.0549 mV \\
\multicolumn{2}{l}{\textbf{Timing}} \\
Unrepaired setup endpoints after global routing & false \\
Worst-margin pin slew & 516 ps \\
Final-report hold violation count & 0 \\
Min cycle time layout & 4540 ps \\
Worst-case setup margin in the final layout & 255 ps \\
Final setup violation count & 0 \\
Post-route worst hold slack & 3140 ps \\
Sum Neg Setup Slack & 0 ps \\
F\_max & 220 MHz \\
Count of final max-slew check failures & 0 \\
Cycle use final & 94.7\% \\
Remaining max-slew budget at the tightest pin & 65.5\% \\
\multicolumn{2}{l}{\textbf{CTS}} \\
Hold Buf Count CTS & 0 \\
Resized Gates After CTS & 0 \\
Number of buffers inserted to repair setup after CTS & 0 \\
\multicolumn{2}{l}{\textbf{Floorplanning}} \\
Ports & 37 \\
Die Size & 11700 um\^{}2 \\
FP Util & 18.9\% \\
DIE HEIGHT & 108 um \\
DIE WIDTH & 108 um \\
FP Rows & 32 \\
Floorplan core area & 7650 um\^{}2 \\
\multicolumn{2}{l}{\textbf{Global routing}} \\
Via count of the first global-routing pass & 1494 \\
Pin count of the biggest net entering global routing & 42 \\
Global-route wire length before repair & 7.89 mm \\
Total global routing track utilization & 8.13\% \\
Total gr overflow & 0 \\
Number of antenna violations at the first check in global routing & 0 \\
\multicolumn{2}{l}{\textbf{Job}} \\
Tool warnings & 32 \\
Tally of max-capacitance violations & 0 \\
\multicolumn{2}{l}{\textbf{Min path}} \\
Worst min path class & primary input to output pin \\
\hline
\end{tabular}
## layout by cell type, fill, tap and decap left out, drive strengths merged, types with 7 or more instances in the layout
cell type      instances
a21oi                 10
buf                    7
clkdlybuf4s50         37
mux2i                 13
mux4                  20
nand2                 12
nand3                  7
nor2                  20
nor3                   7
o21ai                 10
## metal layers
metal  vias up  global-route usage (%)  routed length, um
met5         -                       0                  0
met4         0                       0                  0
met3         0                    3.80                678
met2        81                    11.3               1840
met1       697                    12.0               2220
li1        747                       -                  -
## cell families (layout without fill, tap and decap cells)
logic type	count (synthesis)	in the layout	share of synthesized area [%]
buf+inv	23	47	9.02
simple gates	59	59	19.2
xor+xnor	1	1	0.607
mux	37	37	45.7
compound gates	52	52	25.5
## Yosys cell counts
library cell	instances	area, um^2
sky130_fd_sc_hd__a211oi_1	4	30.0
sky130_fd_sc_hd__or2_2	1	6.26
sky130_fd_sc_hd__nor2_2	1	6.26
sky130_fd_sc_hd__or3_1	1	6.26
sky130_fd_sc_hd__nor2_1	19	71.3
sky130_fd_sc_hd__o32ai_1	2	17.5
sky130_fd_sc_hd__and3_1	3	18.8
sky130_fd_sc_hd__a2bb2oi_1	2	17.5
sky130_fd_sc_hd__mux2i_1	13	130
sky130_fd_sc_hd__and3b_1	1	8.76
sky130_fd_sc_hd__inv_1	2	7.51
sky130_fd_sc_hd__o2111ai_1	1	8.76
sky130_fd_sc_hd__nor3_1	7	35.0
sky130_fd_sc_hd__mux2_2	4	45.0
sky130_fd_sc_hd__nand2_1	12	45.0
sky130_fd_sc_hd__a211o_1	2	17.5
sky130_fd_sc_hd__a2111oi_1	1	10.0
sky130_fd_sc_hd__nand3_1	7	35.0
sky130_fd_sc_hd__o41ai_1	1	8.76
sky130_fd_sc_hd__buf_4	4	30.0
sky130_fd_sc_hd__buf_12	1	20.0
sky130_fd_sc_hd__mux4_2	11	248
sky130_fd_sc_hd__a31o_2	2	17.5
sky130_fd_sc_hd__a21oi_1	10	50.1
sky130_fd_sc_hd__o311a_1	2	20.0
sky130_fd_sc_hd__buf_2	4	20.0
sky130_fd_sc_hd__o31ai_1	2	15.0
sky130_fd_sc_hd__a21o_1	3	22.5
sky130_fd_sc_hd__nand2b_1	2	12.5
sky130_fd_sc_hd__o31a_1	4	35.0
sky130_fd_sc_hd__o211ai_1	4	30.0
sky130_fd_sc_hd__mux4_1	9	236
sky130_fd_sc_hd__xor2_1	1	8.76
sky130_fd_sc_hd__clkinv_1	1	3.75
sky130_fd_sc_hd__buf_6	1	11.3
sky130_fd_sc_hd__o221ai_1	1	8.76
sky130_fd_sc_hd__a32oi_1	1	8.76
sky130_fd_sc_hd__o21ai_0	10	50.1
sky130_fd_sc_hd__clkbuf_1	10	37.5
sky130_fd_sc_hd__nor4_1	1	6.26
sky130_fd_sc_hd__nor2b_1	4	25.0
## final cells by class
type	instances	share of cell area [%]
inverters	3	0.593
well taps	102	6.72
multi-input cells	149	69.1
repair buffers	44	23.6
## path summary, 6_finish.rpt
kind	depth (start not counted)	startpoint	endpoint
max	8	left	out[2]
min	5	left	out[15]
## through the flow
step           utilization [%]  total power, mW  cells  cell area [um^2]
3_3_place_gp              24.8            0.199    298              1900
2_1_floorplan                -            0.116    172              1440
4_1_cts                   24.8            0.200    298              1900
6_report                  24.8            0.199    298              1900
3_5_place_dp              24.8            0.199    298              1900
5_1_grt                   24.8            0.220    298              1900
## where the power goes
group | leakage (nW) | internal [mW] | total, mW | switching [mW]
logic | 0.689 | 0.108 | 0.199 | 0.0912
registers | 0 | 0 | 0 | 0
clock network | 0 | 0 | 0 | 0
## worst max-delay path: cells and delay by family
family,cells,cell delay [ps]
mux,2,1150
simple gates,1,120
buf+inv,3,1130
compound gates,2,220
Power figures rest on the tool's default switching activity, not on a simulated workload.
