--- config.mk ---
export PLATFORM = sky130hd
export DESIGN_NAME = adder
export DESIGN_NICKNAME = adder
export VERILOG_FILES = /design/flow/design.v
export SDC_FILE = /design/flow/constraint.sdc
export NUM_CORES = 4
export LEC_CHECK = 1
export CORE_UTILIZATION = 30
--- constraint.sdc ---
current_design adder

set clk_period 12.3
set clk_io_pct 0.2

create_clock -name clk0 -period $clk_period

set non_clock_inputs [all_inputs -no_clocks]
set_input_delay [expr $clk_period * $clk_io_pct] -clock clk0 $non_clock_inputs
set_output_delay [expr $clk_period * $clk_io_pct] -clock clk0 [all_outputs]
--- design.v ---
module adder(
	input [31:0] a, b,
	input c0,
	output [31:0] s,
	output cout);
	wire [3:0] claR [7:0];
	wire [8:0] carry;
	assign carry[0] = c0;
	assign cout = carry[8];
	assign s = {claR[7], claR[6], claR[5], claR[4], claR[3], claR[2], claR[1], claR[0]};
	genvar i;
	generate
	for(i = 0; i < 8; i = i + 1) begin : claLoop
		cla4 claMain(a[ (i+1)*4-1 : i*4 ], b[ (i+1)*4-1 : i*4 ], carry[i], claR[i], carry[i + 1]);
	end
	endgenerate
endmodule
module cla4(
	input [3:0] a, b,
	input c0,
	output [3:0] s,
	output cout);
	wire [3:0] g, p;
	wire [4:0] c;
	assign c[0] = c0;
	assign cout = c[4];
	genvar i;
	generate
	for(i = 0; i < 4; i = i + 1) begin : claLoop
		or or1(p[i], a[i],  b[i]);
		and and1(g[i], a[i],  b[i]);
		xor xor1(s[i], a[i], b[i], c[i]);
	end
	endgenerate
	cll4 cllMain(g, p, c0, c[4:1]);
endmodule
module cll4(
	input [3:0] g, p,
	input c0,
	output [3:0] c);
	wire [9:0] tempAnd;
	and and1(tempAnd[0], p[0], c0);
	or or1(c[0], g[0], tempAnd[0]);
	and and2(tempAnd[1], p[1], p[0], c0);
	and and3(tempAnd[2], p[1], g[0]);
	or or2(c[1], g[1], tempAnd[1], tempAnd[2]);
	and and4(tempAnd[3], p[2], p[1], p[0], c0);
	and and5(tempAnd[4], p[2], p[1], g[0]);
	and and6(tempAnd[5], p[2], g[1]);
	or or3(c[2], g[2], tempAnd[3], tempAnd[4], tempAnd[5]);
	and and7(tempAnd[6], p[3], p[2], p[1], p[0], c0);
	and and8(tempAnd[7], p[3], p[2], p[1], g[0]);
	and and9(tempAnd[8], p[3], p[2], g[1]);
	and and10(tempAnd[9], p[3], g[2]);
	or or4(c[3], g[3], tempAnd[6], tempAnd[7], tempAnd[8], tempAnd[9]);
endmodule
--- run.sh ---
#!/bin/bash
# OpenROAD 26Q1-2900-gdf79404cd8, Yosys 0.63+post, stock flow scripts
make -C /OpenROAD-flow-scripts/flow DESIGN_CONFIG=/design/flow/config.mk WORK_HOME=/design/flow/orfs finish
==> run summary <==
The flow run is done. The run finished with clean final reports. Total vias in the final route landed at 1956. The wire-length estimate of the detail-placed layout is 4150 um. Summing over the stages, the warning tally comes to 72. Net switching component of the power landed at 0.0485 mW. STA puts the critical path data arrival time at 5.82 ns. The worst setup path is launched from an input port.

Cell area after layout landed at 3210 sq um. Required time of the critical path landed at 9.84 ns. The pre-antenna-repair detailed-routing pass consisted of 4 iterations. The chip occupies 7370 sq um. Final weighted congestion of routability-driven global placement landed at 0.806. In the finished design, the share of the clock period the worst path needs comes to 67.3%. Synthesized chip area reported by yosys landed at 2110 sq um. Tracing the worst setup path back leads to its startpoint at a[12]. Summed instance area of the synthesized netlist landed at 2110 sq um. Total of clock buffers placed in the layout landed at 0. I/O pin count landed at 98. Total power normalized to cell area comes to 43.2 nW/um^2. Width of the chip landed at 85.8 um. met2 track demand over resource after global routing is 22.0%. The power report attributes to the combinational group a share of 100.0%. Sequential area share after synthesis landed at 0%. Maximum number of pins on one net before global-route repair landed at 6. Number of buffers inserted for hold repair after clock tree synthesis landed at 0. Layout overhead on the synthesized area landed at 52.2%. Looking at the VDD voltage map, the peak drop is 14.6 uV. Cells with a size suffix above 1 make up 2.67% of the layout. Unique cell type count in the Yosys netlist landed at 37.

Tally of nets with antenna violations remaining after routing landed at 0. Setup repair after global routing left no endpoint under its margin. Once iteration 0 of detailed routing completed, the report listed 37 DRC markers.

The top cell type in the final layout, fill and taps aside, is sky130_fd_sc_hd__clkdlybuf4s50_1. The first global-routing pass estimated 7540 um of wire. The power report puts the leakage power at 1.65 nW. Across all hold checks on the routed design, the worst slack comes to 5.98 ns. Layout sequential cell count landed at 0. In the global route stage, overall resource usage came out at 12.4%.

The clock network accounts for 0% of the total power. Dividing the detail-routed wire length by the instance count gives 9.51 um. Number of warning messages in the yosys log landed at 1.

Once layout is complete, the utilization of the core stands at 47.2%. The max-slew check reports its worst relative slack as 64.1%. The final timing report lists a max-slew violation count of 0.

Endpoints with negative setup slack in the final report add up to 0. In this run the worst path has a maximum fanout of 5. After global routing, the most crowded layer is met2. Number of remaining DRC errors landed at 0. The synthesized instance count is 277. Based on the critical path, the design can be clocked at up to 121 MHz.

Chip height landed at 85.8 um. Looking at the setup timing report, the critical path kind is input port to output port. Subtracting the final worst setup slack from the clock period gives 8.28 ns.

Cell internal power was estimated by the tool at 0.0900 mW. For the final routed database, the setup TNS stands at 0 ns. Count of antenna diodes in the layout landed at 0. Sequential cells burn 0% of the power. Buffers added to address setup during post-CTS repair amount to 0. In the layout the commonest cells are 98 x sky130_fd_sc_hd__clkdlybuf4s50_1, 86 x sky130_fd_sc_hd__inv_1, 64 x sky130_fd_sc_hd__ha_1. Across the whole layout, storage elements account for 0 sq um.

Count of input and output buffers landed at 98. STA classifies the critical path endpoint as an output port. The via count of the first global-routing pass was 1870. According to the floorplan log, the row count is 30.

Looking at the max-slew report, the worst-margin pin has a slew of 0.534 ns. Initial antenna violation count landed at 0. The tool flagged a number of max-cap violations equal to 0. Core outline area landed at 6790 sq um. Total routed wirelength landed at 4480 um. Global routing consumed, on the met3 layer, 1.56% of the routing resources. Met1 usage in global routing landed at 17.3%. Checking hold timing, the worst path is listed with class input port to output port.

Hold-check failures listed in the final report amount to 0. Aggregate global routing overflow landed at 0. After synthesis, the mean cell area works out to 7.61 sq um. Quantity of gates resized following cts landed at 0.

Initial standard-cell utilization of the core landed at 31.0%. Post-detailed-placement cell area landed at 3210 sq um. Per the detail_route report, vias per standard cell equal 4.15. The design draws 0.139 mW. Cell total in the yosys stat output landed at 277. In this run switching power makes up 35.0% of total power. Per the hold report, the tightest min-delay path originates at b[25].
==> area by class of cell <==
type	count	area [sq um]
tap	96	120
fill	673	3580
inverter	86	323
multi-input combinational	191	1790
timing repair buffer	98	981
==> power groups by stage <==
| stage | logic [mW] | clock network [mW] | registers [mW] |
|---|---|---|---|
| after CTS | 0.142 | 0 | 0 |
| after global routing | 0.156 | 0 | 0 |
| final | 0.139 | 0 | 0 |
==> metrics by stage <==
| stage | std cells | worst slack (ns) |
|---|---|---|
| final | 471 | 4.02 |
| after global placement | 471 | 4.03 |
| after detailed placement | 471 | 4.00 |
| after CTS | 471 | 3.99 |
| after global routing | 471 | 3.71 |
| after floorplan | 277 | 5.30 |
==> critical path: stages <==
cell	delay [ns]
sky130_fd_sc_hd__clkdlybuf4s50_1	0.48
sky130_fd_sc_hd__inv_1	0.08
sky130_fd_sc_hd__ha_1	0.24
sky130_fd_sc_hd__nor4_4	0.42
sky130_fd_sc_hd__nand2_1	0.13
sky130_fd_sc_hd__a21oi_1	0.17
sky130_fd_sc_hd__a2111oi_2	0.08
sky130_fd_sc_hd__o311ai_2	0.37
sky130_fd_sc_hd__a21boi_0	0.22
sky130_fd_sc_hd__nor2_1	0.13
sky130_fd_sc_hd__nor2_1	0.06
sky130_fd_sc_hd__fa_1	0.37
sky130_fd_sc_hd__xnor2_1	0.14
sky130_fd_sc_hd__clkdlybuf4s50_1	0.47
==> synth_stat cells <==
library cell                number  share of area, %
sky130_fd_sc_hd__a2111oi_2       1              0.71
sky130_fd_sc_hd__a211oi_2        2               1.2
sky130_fd_sc_hd__a21boi_0        1              0.36
sky130_fd_sc_hd__a21boi_1        1              0.36
sky130_fd_sc_hd__a21o_1          2              0.71
sky130_fd_sc_hd__a21oi_1        14               3.3
sky130_fd_sc_hd__a311o_1         1              0.47
sky130_fd_sc_hd__a311oi_1        1              0.42
sky130_fd_sc_hd__a31oi_1         1              0.30
sky130_fd_sc_hd__and3_1          1              0.30
sky130_fd_sc_hd__and3b_1         1              0.42
sky130_fd_sc_hd__fa_1            8               7.6
sky130_fd_sc_hd__ha_1           64                38
sky130_fd_sc_hd__inv_1          86                15
sky130_fd_sc_hd__nand2_1         7               1.2
sky130_fd_sc_hd__nand2b_1        1              0.30
sky130_fd_sc_hd__nand3_1         1              0.24
sky130_fd_sc_hd__nand4_1         1              0.30
sky130_fd_sc_hd__nor2_1         16               2.8
sky130_fd_sc_hd__nor2b_1         8               2.4
sky130_fd_sc_hd__nor2b_2         1              0.42
sky130_fd_sc_hd__nor3_1          3              0.71
sky130_fd_sc_hd__nor3b_1         2              0.71
sky130_fd_sc_hd__nor4_1          2              0.59
sky130_fd_sc_hd__nor4_4          2               2.0
sky130_fd_sc_hd__nor4b_1         1              0.42
sky130_fd_sc_hd__o211ai_2        1              0.59
sky130_fd_sc_hd__o21ai_0         5               1.2
sky130_fd_sc_hd__o21ai_1         4              0.95
sky130_fd_sc_hd__o21ba_2         1              0.47
sky130_fd_sc_hd__o21bai_1       10               3.6
sky130_fd_sc_hd__o21bai_2        1              0.53
sky130_fd_sc_hd__o311ai_2        1              0.77
sky130_fd_sc_hd__o31ai_1         1              0.36
sky130_fd_sc_hd__o41ai_1         1              0.42
sky130_fd_sc_hd__xnor2_1        16               6.6
sky130_fd_sc_hd__xor2_1          7               2.9
==> worst paths after layout <==
| path | slack, ns | end | cells after the start |
|---|---|---|---|
| setup / recovery | 4.02 | s[29] | 14 |
| hold / removal | 5.98 | s[25] | 5 |
==> layer usage <==
metal  vias up  wire length (um)
met1       842              2170
met2        58              2020
met3         0               293
met4         0                 0
li1       1056                 -
met5         -                 0
==> cell families (layout without fill, tap and decap cells) <==
group	Yosys count	in the layout	share of synthesized area [%]
buffers and inverters	86	184	15.3
AND-OR/OR-AND	49	49	16.7
XOR/XNOR	23	23	9.55
AND/OR/NAND/NOR	47	47	12.9
adder cells (fa/ha/maj)	72	72	45.6
Power figures rest on the tool's default switching activity, not on a simulated workload.
